**flow/run.sh**
```bash
#!/bin/bash
# OpenROAD 26Q1-2900-gdf79404cd8, Yosys 0.63+post, stock flow scripts
make -C /OpenROAD-flow-scripts/flow DESIGN_CONFIG=/design/flow/config.mk WORK_HOME=/design/flow/orfs finish
```
**flow/config.mk**
```make
export PLATFORM = sky130hd
export DESIGN_NAME = baseline
export DESIGN_NICKNAME = baseline
export VERILOG_FILES = /design/flow/design.v
export SDC_FILE = /design/flow/constraint.sdc
export NUM_CORES = 4
export LEC_CHECK = 1
export CORE_UTILIZATION = 50
```
**flow/constraint.sdc**
```tcl
current_design baseline

set clk_period 11.8
set clk_io_pct 0.2

create_clock -name clk0 -period $clk_period

set non_clock_inputs [all_inputs -no_clocks]
set_input_delay [expr $clk_period * $clk_io_pct] -clock clk0 $non_clock_inputs
set_output_delay [expr $clk_period * $clk_io_pct] -clock clk0 [all_outputs]
```
**flow/design.v**
```verilog
module baseline #(
  parameter int unsigned DW = 8
)(
  input  logic [DW-1 : 0] A,
  input  logic            Asigned,
  input  logic [DW-1 : 0] W,
  input  logic            Wsigned,
  output logic [DW*2 : 0] Q
);
  logic [DW : 0] Aext;
  logic [DW : 0] Wext;
  assign Aext = {(Asigned ? A[7] : 1'b0), A};
  assign Wext = {(Wsigned ? W[7] : 1'b0), W};
  assign Q = $signed(Aext) * $signed(Wext);
endmodule   
```
==> results_slide.txt <==
Synthesis and Place & Route Summary

Outcome
  • Status: finished clean

Logic synthesis
  • Synth logic family: adder cells
  • Post-Synth Simple-Gate Area: 0.188
  • Mean Syn Cell Area: 8.74 um^2
  • Synth Area in XOR/XNOR: 0.0479
  • Synthesized cell area: 2930 um^2
  • Cell count after synthesis: 335
  • MUX area fraction: 0
  • Netlist cell types: 30
  • Yosys stat area: 2930 um^2
  • Synth top area share: 0.458
  • AO/OA Area Share: 0.0402
  • Register area share after synthesis: 0
  • Yosys cell count: 335
  • Synth area leaders: fa_1 46%, ha_1 15%, inv_1 10%
  • Yosys top cell by area: fa_1
  • Yosys warnings: 0
  • Post-Synth Adder-Cell Area: 0.608

Final layout
  • Ratio of cells with drive above 1 in the final layout: 0.0139
  • P&R area growth vs syn: 13.7%
  • Number of clock buffers in the layout: 0
  • Registers: 0
  • Flop area: 0 um^2

Die
  • Die area: 6160 um^2
  • Core area: 5570 um^2
  • Die width: 78.5 um
  • Die Y: 78.5 um
  • Row count: 27
  • IO Pins: 35
  • Starting density of the core: 0.525

Drt
  • Antenna diodes: 0
  • Post-route ant nets: 0
  • Vias: 2095
  • Iteration-0 DRC Markers: 50
  • Routed WL: 5.31 mm
  • Pre-antenna DRT Iters: 4
  • Routed vias/inst: 4.85
  • Routed WL per cell: 12.3 um
  • Residual DRC count: 0

Final timing
  • Setup TNS: 0 ns
  • Final hold vios: 0
  • Final worst-path cycle share: 0.892
  • Final WS setup: 1.28 ns
  • Slew margin rel.: 0.748
  • Final setup fails: 0
  • Unrepaired setup endpoints after global routing: false
  • Peak Freq: 0.0950 GHz
  • Final Slew Violations: 0
  • Worst Tran Pin Value: 0.377 ns
  • Crit path time final: 10.52 ns

Clocking
  • Hold-fix buffer count after cts: 0
  • Post CTS Setup Buffer Count: 0
  • Post_cts resized: 0

Worst setup path
  • WP data required: 9.44 ns
  • CP arrival: 8.16 ns
  • Slowest-stage cell, CP: clkdlybuf4s50_1
  • Family with the most delay on the worst path: adder cells
  • Critical path buffers and inverters: 5
  • Crit-path most repeated cell: fa_1
  • Slowest Stage Delay on Critical Path: 0.66 ns
  • CP endpoint kind: primary output
  • Crit-path max FO: 12
  • Startpoint types: input port
  • Crit Path Class: in -> out
  • CP cell instances: clkdlybuf4s50_1 -> nand2_1 -> or2_2 -> fa_1 -> fa_1 -> inv_1 -> fa_1 -> fa_1 -> inv_1 -> fa_1 -> inv_1 -> ha_1 -> o21ai_0 -> o21ai_1 -> and3_1 -> a31oi_1 -> a21oi_1 -> xnor2_1 -> clkdlybuf4s50_1

Place
  • Dpl hpwl: 4.66 mm
  • Routability cong.: 0.818
  • IO Port Bufs: 35
  • Pre-CTS setup slack: 1.25 ns

Min path
  • HP Class: in -> out
  • Hold Crit Depth: 3
  • Hold endpoint: Q[0]
  • Startpoint of the most critical hold path: W[0]

Global routing
  • Vias in the first global route: 2181
  • Largest net degree at the start of global routing: 13
  • Grt ovf: 0
  • Initial antenna violation count: 0
  • First-pass GRT wire length: 9.77 mm
  • GRT Overall Usage: 0.211

Pwr
  • Power Total: 644 uW
  • Power per cell area: 194 nW/um^2
  • Static leakage: 1.69 nW
  • Maximum VDD drop: 0.276 mV

Flow run
  • Tool warnings: 33
  • Max Cap Violations: 0
## layout make-up
cell class / count / area (um^2)
fillers: 514 / 2250
inverters: 80 / 300
multi-input cells: 245 / 2590
well taps: 72 / 90.1
repair buffers: 35 / 350
## cells in the mapped netlist, drive strengths merged, types with 2 or more instances
cell type	number
nor2b	3
a211oi	2
o21ai	8
and2	36
xnor2	16
ha	35
clkbuf	8
nor2	14
nand2	40
or2	2
fa	67
nand3b	2
nand2b	2
o21a	2
inv	80
nor3	3
a21oi	4
buf	2
## logic make-up (layout without fill, tap and decap cells)
kind of cell / count (synthesis) / count (layout)
xor gates and xnor gates: 16 / 16
and+or+nand+nor: 108 / 108
buffers and inverters: 90 / 115
AOI/OAI and AO/OA: 19 / 19
adders and majority gates: 102 / 102
## layout by cell type, fill, tap and decap left out, drive strengths merged
master / instances
a21o: 1
inv: 80
o21a: 2
o211ai: 1
fa: 67
a21oi: 4
clkdlybuf4s50: 35
and3: 1
xnor2: 16
nand2: 40
a31oi: 1
nor4b: 1
and2b: 1
or2: 2
nor2b: 3
nor3b: 1
nand4b: 1
or3: 1
nor2: 14
o21ai: 8
nand2b: 2
nand3b: 2
a211oi: 2
nor3: 3
ha: 35
and2: 36
## where the power goes
group / leakage, nW / switching (mW) / internal, mW
combinational: 1.69 / 0.264 / 0.380
sequential: 0 / 0 / 0
clock: 0 / 0 / 0
total: 1.69 / 0.264 / 0.380
## worst max path at each step
stage / from / endpoint / slack [ns] / depth (start not counted)
finish: W[7] / Q[16] / 1.28 / 19
global route: W[7] / Q[14] / 0.89 / 19
CTS: W[7] / Q[14] / 1.22 / 19
## per-stage QoR
step                cells   util  hold slack (ns)  area (um^2)
floorplan             335      -             4.79         2930
global placement      432  0.597             5.92         3330
detailed placement    432  0.597             5.93         3330
CTS                   432  0.597             5.93         3330
global route          432  0.597             5.98         3330
finish                432  0.597             5.92         3330
## per-layer routing
layer,share of wire,global-route usage,vias up
met5,0,0,-
met1,0.47,0.326,1038
met3,0.016,0.00590,0
li1,-,-,1041
met4,0,0,0
met2,0.52,0.377,16
Power and IR drop assume default switching activity.
