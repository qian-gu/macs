File: run.sh
#!/bin/bash
# OpenROAD 26Q1-2900-gdf79404cd8, Yosys 0.63+post, stock flow scripts
make -C /OpenROAD-flow-scripts/flow DESIGN_CONFIG=/design/flow/config.mk WORK_HOME=/design/flow/orfs finish
File: config.mk
export PLATFORM = sky130hd
export DESIGN_NAME = mm
export DESIGN_NICKNAME = mm
export VERILOG_FILES = /design/flow/design.v
export SDC_FILE = /design/flow/constraint.sdc
export NUM_CORES = 4
export LEC_CHECK = 1
export CORE_UTILIZATION = 50
File: constraint.sdc
current_design mm

set clk_period 9.6
set clk_io_pct 0.2

create_clock -name clk0 -period $clk_period

set non_clock_inputs [all_inputs -no_clocks]
set_input_delay [expr $clk_period * $clk_io_pct] -clock clk0 $non_clock_inputs
set_output_delay [expr $clk_period * $clk_io_pct] -clock clk0 [all_outputs]
File: design.v
module mm #(
  parameter int unsigned DW = 8
)(
  input  logic [DW-1 : 0] Amag,   
  input  logic            Asign,  
  input  logic [DW-1 : 0] Wmag,   
  input  logic            Wsign,  
  output logic [DW*2 : 0] Q
);
  logic [DW*2-1 : 0] mult_;
  logic [DW*2   : 0] Q_A;
  logic [DW*2   : 0] Q_B;
  logic              sign;
  assign mult_ = Amag * Wmag;
  assign Q_A = {1'b0, mult_};
  assign Q_B = ~mult_ + 1'b1;
  assign sign = Asign ^ Wsign;
  assign Q = sign ? Q_B : Q_A;
endmodule   
==> flow_summary.json <==
{
  "top_cell_area_share_pct": 27.9,
  "period_minus_slack_ns": 9.28,
  "num_rows": 25,
  "tightest_slew_ns": 0.786,
  "required_ns": 7.68,
  "endpoint_kind": "primary output",
  "die_h_um": 73.9,
  "via_per_inst": 5.20,
  "synthCells": 310,
  "hold_viol": 0,
  "io_buffers": 35,
  "grt_overflow": 0,
  "peakVddDrop_mv": 0.144,
  "slowest_stage": "clkdlybuf4s50_1",
  "area_growth_pct": 16.5,
  "grt_setup_unrepaired": "no",
  "antenna_found_initial": 0,
  "worst-path-buf-inv": 4,
  "grtUsageMet1_pct": 35.2,
  "cellLeakagePower_nw": 1.49,
  "grt.busiest_layer": "met1",
  "grt_use_met2_pct": 33.7,
  "setup_violations": 0,
  "maxSlewHeadroom_pct": 47.2,
  "die_width_um": 73.9,
  "grt_pass1_wl_mm": 8.76,
  "num_io_pins": 35,
  "synth_area_sq_um": 2580,
  "yosys.stat.seqShare_pct": 0,
  "core_sq_um": 4850,
  "fmax_ghz": 0.108,
  "cellPowerDensity_nw_per_um2": 211,
  "arrival_ns": 7.36,
  "globalRouteTotalUtil_pct": 21.0,
  "synth.distinct_cells": 43,
  "cp_max_fo": 8,
  "fin_area_sq_um": 3010,
  "n_antenna_cell": 0,
  "num_vias": 2130,
  "top_cell": "and2_1",
  "hold_class": "input port to primary output",
  "grt_pass1_vias": 1857,
  "ys_area_sq_um": 2580,
  "max_stage_delay_ns": 0.55,
  "warning_count": 33,
  "worst_setup_path_start_kind": "input port",
  "slew_violations": 0,
  "finalWirelength_mm": 5.05,
  "status": "completed",
  "use_met3_pct": 0.555,
  "comb_area_sq_um": 2370,
  "fill_cells": 449,
  "first_pass_iters": 4,
  "tns_ns": 0,
  "regArea_sq_um": 0,
  "common_cells": "54 x and2_1, 52 x inv_1, 37 x ha_1, 36 x fa_1",
  "critPathTopFamily": "adder cells",
  "chipArea_sq_um": 5460,
  "ff_count": 0,
  "avgSynthCellArea_sq_um": 8.33,
  "grt_max_degree": 11,
  "drc_errors": 0,
  "nClkBuffers": 0,
  "dp_hpwl_mm": 4.35,
  "layout-drive-gt1-share_pct": 2.62,
  "dpl_cell_area_sq_um": 2990,
  "timing.critical_path.cells": "clkdlybuf4s50_1 > and2_1 > fa_1 > fa_1 > fa_1 > inv_1 > fa_1 > inv_1 > ha_1 > and3_1 > a221oi_2 > and3b_1 > o41ai_4 > xnor2_1 > and4_1 > nor2_1 > clkdlybuf4s50_1",
  "critPathKind": "input port to primary output",
  "wl_per_cell_um": 12.3,
  "fp_util_pct": 53.3,
  "postCtsHoldBufs": 0,
  "cap_violations": 0,
  "drtIter0Drc": 57,
  "yosys_warnings": 0,
  "postRouteAntennaNets": 0,
  "fin_crit_sh_pct": 96.6,
  "place.gp.congestion": 0.831,
  "ys_cells": 310,
  "synthTopCellsByArea": "fa_1 28%, ha_1 18%, and2_1 13%, inv_1 7.6%, xnor2_1 6.1%",
  "synth_area_leader_cell": "fa_1",
  "path_common_cell": "fa_1"
}
## cells by family after synthesis
family | Yosys count | synth area share (%)
xor gates and xnor gates | 27 | 9.16
AOI/OAI and AO/OA | 39 | 11.0
buffers and inverters | 55 | 8.62
muxes | 1 | 0.388
and+or+nand+nor | 115 | 25.0
adders and majority gates | 73 | 45.8
## power by group
part	internal, mW	switching, mW	total [mW]
Clock	0	0	0
Combinational	0.336	0.299	0.635
Sequential	0	0	0
## worst paths after layout
kind	to	cells past startpoint	slack, ns	startpoint
setup / recovery	Q[16]	17	0.32	Amag[1]
hold / removal	Q[0]	4	4.60	Amag[0]
## per-layer routing
metal  routed length (um)  part of all wire (%)
met4                    0                     0
met5                    0                     0
met2                 2520                    50
met1                 2480                    49
met3                   52                   1.0
## timing repair
action	CTS	global route
resized	0	3
hold endpoints to repair	0	0
setup buffers	0	1
setup endpoints to repair	0	5
## layout by cell type (no fill, tap or decap), types with 2 or more instances in the layout
cell type	synthesis	final
nor3_1	6	6
ha_1	37	37
a21oi_1	9	9
and3_1	2	2
and2_1	54	54
o21ai_1	6	6
nor2_1	17	16
fa_1	36	36
o21ai_0	7	7
nand2_1	18	18
nand3_1	2	2
and4_1	3	3
a31oi_1	2	2
nor2b_1	3	3
xnor2_1	18	17
a21o_1	3	3
xor2_1	9	9
clkdlybuf4s50_1	0	34
inv_1	52	52
## final cells by class
| class | count | area share [%] |
|---|---|---|
| multi-input combinational | 255 | 78.8 |
| tap | 67 | 2.79 |
| inverter | 52 | 6.49 |
| timing repair buffer | 36 | 12.0 |
## through the flow
step	utilization [%]	total power, mW	setup WS (ns)	cells	hold WS (ns)
finish	62.1	0.635	0.323	410	4.60
global route	62.1	0.720	0.0233	410	4.68
CTS	61.7	0.621	0.251	409	5.00
detailed placement	61.7	0.618	0.271	409	4.99
global placement	61.7	0.616	0.279	409	5.00
floorplan	-	0.415	1.65	310	3.91
No activity file was given, so power comes from the tool's default toggle rates.
